$ cat flow/constraint.sdc
current_design Comparator_4bits

set clk_period 1.3
set clk_io_pct 0.2

create_clock -name clk0 -period $clk_period

set non_clock_inputs [all_inputs -no_clocks]
set_input_delay [expr $clk_period * $clk_io_pct] -clock clk0 $non_clock_inputs
set_output_delay [expr $clk_period * $clk_io_pct] -clock clk0 [all_outputs]
$ cat flow/design.v
module Comparator_4bits (A, B, A_lt_B, A_gt_B, A_eq_B);
input [4-1:0] A;
input [4-1:0] B;
output A_lt_B, A_gt_B, A_eq_B;
wire not_A3, not_A2, not_A1, not_A0, not_B3, not_B2, not_B1, not_B0;
wire A3_lt_B3, A3_gt_B3, A2_lt_B2, A2_gt_B2, A1_lt_B1, A1_gt_B1, A0_lt_B0, A0_gt_B0;
wire nor_3, nor_2, nor_1, nor_0;
wire A2_lt_B2_2, A2_gt_B2_2, A1_lt_B1_2, A1_gt_B1_2, A0_lt_B0_2, A0_gt_B0_2;
not(not_A3, A[3]);
not(not_A2, A[2]);
not(not_A1, A[1]);
not(not_A0, A[0]);
not(not_B3, B[3]);
not(not_B2, B[2]);
not(not_B1, B[1]);
not(not_B0, B[0]);
and(A3_lt_B3, not_A3, B[3]);
and(A3_gt_B3, A[3], not_B3);
and(A2_lt_B2, not_A2, B[2]);
and(A2_gt_B2, A[2], not_B2);
and(A1_lt_B1, not_A1, B[1]);
and(A1_gt_B1, A[1], not_B1);
and(A0_lt_B0, not_A0, B[0]);
and(A0_gt_B0, A[0], not_B0);
nor(nor_3, A3_lt_B3, A3_gt_B3);
nor(nor_2, A2_lt_B2, A2_gt_B2);
nor(nor_1, A1_lt_B1, A1_gt_B1);
nor(nor_0, A0_lt_B0, A0_gt_B0);
and(A2_lt_B2_2, nor_3, A2_lt_B2);
and(A2_gt_B2_2, nor_3, A2_gt_B2);
and(A1_lt_B1_2, nor_3, nor_2, A1_lt_B1);
and(A1_gt_B1_2, nor_3, nor_2, A1_gt_B1);
and(A0_lt_B0_2, nor_3, nor_2, nor_1, A0_lt_B0);
and(A0_gt_B0_2, nor_3, nor_2, nor_1, A0_gt_B0);
and(A_eq_B, nor_3, nor_2, nor_1, nor_0);
or(A_lt_B, A3_lt_B3, A2_lt_B2_2, A1_lt_B1_2, A0_lt_B0_2);
or(A_gt_B, A3_gt_B3, A2_gt_B2_2, A1_gt_B1_2, A0_gt_B0_2);
endmodule
$ cat flow/run.sh
#!/bin/bash
# OpenROAD 26Q1-2900-gdf79404cd8, Yosys 0.63+post, stock flow scripts
make -C /OpenROAD-flow-scripts/flow DESIGN_CONFIG=/design/flow/config.mk WORK_HOME=/design/flow/orfs finish
$ cat flow/config.mk
export PLATFORM = sky130hd
export DESIGN_NAME = Comparator_4bits
export DESIGN_NICKNAME = Comparator_4bits
export VERILOG_FILES = /design/flow/design.v
export SDC_FILE = /design/flow/constraint.sdc
export NUM_CORES = 4
export LEC_CHECK = 1
export CORE_AREA = 10 10 70 70
export DIE_AREA = 0 0 80 80
==> flow_metrics.env <==
# physical design summary
export IMPL_core_area_sq_um=3420
export IMPL_ys_warnings_count=0
export IMPL_critPathRequiredTime_ns=1.04
export IMPL_power_density_nw_per_um2=292
export IMPL_grt_max_degree=4
export IMPL_p_comb_share_pct=100.0
export IMPL_worst_pin_slew_ns=0.175
export IMPL_firstDrtPassIters=2
export IMPL_avgViaCountPerCell=2.52
export IMPL_drt_antenna_violating_nets=0
export IMPL_finalPower_w=0.000126
export IMPL_die_w_microns=80
export IMPL_grt_total_usage_pct=1.85
export IMPL_dp_hpwl_microns=464
export IMPL_fillers=403
export IMPL_antenna_found_initial=0
export IMPL_p_int_w=0.0000736
export IMPL_core_rowCount=21
export IMPL_yosys_cells=24
export IMPL_fin_cells=85
export IMPL_drc=0
export IMPL_hold_slack_ns=0.899
export IMPL_setup_viol=2
export IMPL_initial_utilization_pct=5.09
export IMPL_synth_top_area_share_pct=57.6
export IMPL_path_class="input pin to output pin"
export IMPL_nClkBuffers=0
export IMPL_tns_ns=-0.00542
export IMPL_crit_path_max_incr_delay_ns=0.27
export IMPL_total_leakage_power_nw=0.201
export IMPL_syn_to_final_growth_pct=149
export IMPL_arrival_ns=1.04
export IMPL_drtIter0Drc=5
export IMPL_violations="negative setup slack"
export IMPL_port_buffers=11
export IMPL_ys_seq_share_pct=0
export IMPL_place_gp_congestion=0.675
export IMPL_dpl_cell_count=82
export IMPL_syn_area_per_cell_sq_um=7.25
export IMPL_finalHoldViolations=0
export IMPL_holdBufCountCts=0
export IMPL_overflow=0
export IMPL_slew_viol_final=0
export IMPL_num_vias=214
export IMPL_tool_warnings=37
export IMPL_status="complete, but fails checks"
export IMPL_synth_area_sq_um=174
export IMPL_hold_class="input pin to output pin"
export IMPL_post_route_util_pct=12.7
export IMPL_fmax_ghz=0.767
export IMPL_wl_per_cell_microns=7.07
export IMPL_topCellsByArea="ha_1 58%, inv_1 17%, a21oi_1 12%"
export IMPL_p_sw_w=0.0000527
export IMPL_ys_chip_area_sq_um=174
export IMPL_ir_drop_mv=0.0469
export IMPL_die_area_sq_um=6400
export IMPL_cp_slowest_cell="ha_4"
export IMPL_drv_cap=0
export IMPL_power_frac_seq_pct=0
export IMPL_grt_pass1_vias=226
export IMPL_layout_drive_gt1_share_pct=69.2
export IMPL_crit_fanout=3
export IMPL_totalWireLength_microns=601
export IMPL_num_io_pins=11
export IMPL_netlist_instances=24
export IMPL_ff_latch_area_sq_um=0
export IMPL_die_height_microns=80
export IMPL_layout_setup_ws_ns=-0.00382
export IMPL_critPathLaunchType="input pin"
export IMPL_top_area_cell="ha_1"
export IMPL_design_seq_count=0
export IMPL_clock_power_share_pct=0
export IMPL_relSlewSlack_pct=88.3
export IMPL_p_sw_share_pct=41.7
export IMPL_crit_chain="buf_4 > ha_4 > buf_6 > nand2_4 > o21ai_2 > buf_2"
export IMPL_n_antenna_cell=0
export IMPL_final_period_utilization_pct=100
export IMPL_worstSetupEndpointType="output pin"
export IMPL_synthDistinctLibCells=6
export IMPL_grt_pass1_wl_mm=1.01
export IMPL_min_period_ns=1.30
export IMPL_rsz0062_at_grt="true"
stage by stage:
step | instance area (sq um) | setup slack, ns
CTS | 382 | 0.00610
finish | 433 | -0.00382
floorplan | 174 | 0.255
global route | 433 | -0.0440
detailed placement | 349 | -0.804
global placement | 349 | -0.767
synth_stat cells:
cell type,number
a21oi_1,4
nand2_1,1
o21ai_1,2
and4_2,1
ha_1,8
inv_1,8
logic make-up after synthesis:
kind of cell	after synthesis	share of synthesized area (%)
AND/OR/NAND/NOR	2	7.91
AND-OR/OR-AND	6	17.3
adder cells (fa/ha/maj)	8	57.6
buffers and inverters	8	17.3
critical path, delay by kind of cell:
family | cells | cell delay [ns]
buffers and inverters | 3 | 0.35
AND/OR/NAND/NOR | 1 | 0.05
AND-OR/OR-AND | 1 | 0.11
adder cells (fa/ha/maj) | 1 | 0.27
what timing repair did:
action	in CTS	in global routing
gates resized	54	10
pin swaps	7	5
setup endpoints to repair	3	3
setup buffers	2	1
power groups by stage:
stage         clock network [W]  logic, W  registers [W]
finish                        0  0.000126              0
global route                  0  0.000139              0
CTS                           0  0.000102              0
cell usage in the layout (no fill, tap or decap), types with 2 or more instances in the layout:
cell type / instances
a21oi_1: 2
buf_2: 4
buf_4: 5
buf_6: 4
ha_1: 4
ha_4: 3
inv_1: 5
inv_2: 2
o21ai_2: 2
worst paths after layout:
path	startpoint	to	slack, ns	depth (start not counted)
setup / recovery	B[3]	A_gt_B	-0.004	6
hold / removal	B[3]	A_lt_B	0.90	5
metal layers:
metal | vias up | GRT usage [%] | routed length, microns
met2 | 7 | 3.37 | 277
met3 | 0 | 0.682 | 78
li1 | 106 | - | -
met4 | 0 | 0 | 0
met1 | 101 | 2.11 | 244
met5 | - | 0 | 0
final cells by class:
cell class	count	area [sq um]	area share (%)
inverters	8	32.5	7.51
multi-input cells	16	215	49.7
repair buffers	15	128	29.5
well taps	46	57.6	13.3
Power figures rest on the tool's default switching activity, not on a simulated workload.
