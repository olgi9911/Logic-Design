$ cat run.sh
#!/bin/bash
# OpenROAD 26Q1-2900-gdf79404cd8, Yosys 0.63+post, stock flow scripts
make -C /OpenROAD-flow-scripts/flow DESIGN_CONFIG=/design/flow/config.mk WORK_HOME=/design/flow/orfs finish
$ cat config.mk
export PLATFORM = sky130hd
export DESIGN_NAME = GCD
export DESIGN_NICKNAME = GCD
export VERILOG_FILES = /design/flow/design.v
export SDC_FILE = /design/flow/constraint.sdc
export NUM_CORES = 4
export LEC_CHECK = 1
export CORE_UTILIZATION = 40
$ cat constraint.sdc
current_design GCD

set clk_period 1.7
set clk_io_pct 0.2

create_clock -name clk0 -period $clk_period [get_ports {CLK}]

set non_clock_inputs [all_inputs -no_clocks]
set_input_delay [expr $clk_period * $clk_io_pct] -clock clk0 $non_clock_inputs
set_output_delay [expr $clk_period * $clk_io_pct] -clock clk0 [all_outputs]
$ cat design.v
module GCD (
  input wire CLK,
  input wire RST_N,
  input wire [7:0] A,
  input wire [7:0] B,
  input wire START,
  output reg [7:0] Y,
  output reg DONE,
  output reg ERROR
);
wire found;
reg [7:0] reg_a, reg_b, next_a, next_b, Y_next;
reg [7:0] big_one;
reg error_next;
reg [1:0] state, state_next;
parameter [1:0] IDLE = 2'b00;
parameter [1:0] CALC = 2'b01;
parameter [1:0] FINISH = 2'b10;
always@(posedge CLK) begin
  if (RST_N == 1'b0)  ERROR <= 0;
  else  ERROR <= error_next;
end
always@(posedge CLK) begin
  if (RST_N == 1'b0) begin
    state <= IDLE;
    Y <= 1'b0;
  end
  else
    state <= state_next;
end
assign found = (next_a == 0 || next_b == 0) ? 1 : 0;
always@* begin
  case(state)
    IDLE: begin
      DONE = 0;
      ERROR = 0;
      if (START) begin
        state_next = CALC;
        error_next = (A == 0 || B == 0);
        reg_a = A;
        reg_b = B;
      end
      else begin
        state_next = IDLE;
        error_next = 0;
      end
    end
    CALC: begin
      if (big_one)  big_one = big_one;
      else  big_one = 0;
      if (!found && !ERROR) begin
        state_next = CALC;
        error_next = ERROR;
      end
      else begin
        state_next = FINISH;
        error_next = ERROR;
      end
    end
    FINISH: begin
      state_next = IDLE;
      error_next = 0;
      DONE = 1;
    end
    default:
      state_next = state_next;
  endcase
end
always@(posedge CLK) begin
  if (state == CALC) begin
    reg_a <= next_a;
    reg_b <= next_b;
  end
end
always@* begin
  if (state == CALC) begin 
    if (reg_a > reg_b) begin
      next_a = reg_a - reg_b;
      next_b = reg_b;
    end
    else begin
      next_b = reg_b - reg_a;
      next_a = reg_a;
    end
  end  
end
always@* begin
  if(state == CALC) begin
    if (next_a == 8'd0) begin
      big_one = next_b;
    end
    else if (next_b == 8'd0) begin
      big_one = next_a;
    end
    else begin
      big_one = big_one;
    end
  end
  else begin
    big_one = big_one;
  end
end
always@* begin
  if(state == CALC) begin
    Y_next = big_one;
  end
  else if (state == FINISH) begin
    Y_next = Y;
  end
  else begin
    Y_next = Y_next;
  end
end
always@(posedge CLK) begin
  if (RST_N == 1'b0) begin
    Y_next <= 8'b0;
    Y <= Y_next;
  end
  else
    Y <= Y_next;
end
endmodule
==> reports/metrics.cfg <==
[run_status]
status = aborted with a tool error
haltStage = synthesis (1_2_yosys)
stop_error = ERROR: Found 16 problems in 'check -assert'.

[yosys]
yosysWarnings = 1
post-synth-top-area-cell = edfxtp_1
synthFlopType = dlxtn_1
ys_cells = 217
synth_chip_area_um2 = 2266
edf_count = 16
synthTopCellsByArea = edfxtp_1, dlxtn_1, dlxtp_1, ha_1, inv_1
top_cell_area_share = 0.2120
ys.flops = 53
synth.distinct_cells = 52
async_reset_ff_frac = 0

-- synth_stat cells, types with 3 or more instances --
cell      number
inv_1         21
dlxtn_1       19
ha_1          19
dlxtp_1       16
edfxtp_1      16
nand2_1       15
buf_4         10
a21oi_1        9
nor2_1         8
o21ai_0        8
nand2b_1       7
and2_1         4
buf_6          4
nor4_1         4
o21ai_2        4
nor3_1         3
o211ai_1       3
-- logic make-up after synthesis --
logic type	Yosys count	share of synthesized area
simple gates	54	0.1331
flops	18	0.2297
fa+ha+maj	21	0.1226
buf+inv	37	0.1027
xor+xnor	4	0.01546
other cells	1	0.001655
latches	35	0.2319
mux	1	0.004418
compound gates	46	0.1585
