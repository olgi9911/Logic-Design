==> design.v <==
module comparator_4bits(A, B, A_lt_B, A_gt_B, A_eq_B);
 input[4-1:0] A;
 input[4-1:0] B;
 output A_lt_B, A_gt_B, A_eq_B;
 wire not_A0, not_A1, not_A2, not_A3;
 wire not_B0, not_B1, not_B2, not_B3;
 wire eq0_0, eq0_1, eq1_0, eq1_1, eq2_0, eq2_1, eq3_0, eq3_1;
 wire eq0, eq1, eq2, eq3;
 wire Ag0, Ag1, Ag2, Ag3;
 wire Bg0, Bg1, Bg2, Bg3;
 not(not_A0, A[0]);
 not(not_A1, A[1]);
 not(not_A2, A[2]);
 not(not_A3, A[3]);
 not(not_B0, B[0]);
 not(not_B1, B[1]);
 not(not_B2, B[2]);
 not(not_B3, B[3]);
 and(eq0_0, A[0], B[0]);
 and(eq0_1, not_A0,  not_B0);
 and(Ag0, A[0], not_B0);
 and(Bg0, not_A0, B[0]);
 and(eq1_0, A[1], B[1]);
 and(eq1_1, not_A1,  not_B1);
 and(Ag1, A[1], not_B1);
 and(Bg1, not_A1, B[1]);
 and(eq2_0, A[2], B[2]);
 and(eq2_1, not_A2,  not_B2);
 and(Ag2, A[2], not_B2);
 and(Bg2, not_A2, B[2]);
 and(eq3_0, A[3], B[3]);
 and(eq3_1, not_A3,  not_B3);
 and(Ag3, A[3], not_B3);
 and(Bg3, not_A3, B[3]);
 or(eq0, eq0_0, eq0_1);
 or(eq1, eq1_0, eq1_1);
 or(eq2, eq2_0, eq2_1);
 or(eq3, eq3_0, eq3_1);
 wire cond_ALTB_0, cond_ALTB_1, cond_ALTB_2;
 wire tmp_0, tmp_1, tmp_2, tmp_3, tmp_4;
 and(cond_ALTB_0, Bg2, eq3);
 and(tmp_0, eq3, eq2);
 and(cond_ALTB_1, Bg1, tmp_0);
 and(tmp_1, eq2, eq1);
 and(tmp_2, eq3, tmp_1);
 and(cond_ALTB_2, Bg0, tmp_2);
 or(tmp_3, cond_ALTB_1, cond_ALTB_2);
 or(tmp_4, cond_ALTB_0, tmp_3);
 or(A_lt_B, Bg3, tmp_4);
 wire cond_AGTB_0, cond_AGTB_1, cond_AGTB_2;
 wire tmp_5, tmp_6, tmp_7, tmp_8, tmp_9;
 and(cond_AGTB_0, Ag2, eq3);
 and(tmp_5, eq3, eq2);
 and(cond_AGTB_1, Ag1, tmp_5);
 and(tmp_6, eq2, eq1);
 and(tmp_7, eq3, tmp_6);
 and(cond_AGTB_2, Ag0, tmp_7);
 or(tmp_8, cond_AGTB_1, cond_AGTB_2);
 or(tmp_9, cond_AGTB_0, tmp_8);
 or(A_gt_B, Ag3, tmp_9);
 wire tmp_10, tmp_11, tmp_12;
 and(tmp_10, eq2, eq3);
 and(tmp_11, eq1, tmp_10);
 and(A_eq_B, eq0, tmp_11);
endmodule
==> run.sh <==
#!/bin/bash
# OpenROAD 26Q1-2900-gdf79404cd8, Yosys 0.63+post, stock flow scripts
make -C /OpenROAD-flow-scripts/flow DESIGN_CONFIG=/design/flow/config.mk WORK_HOME=/design/flow/orfs finish
==> config.mk <==
export PLATFORM = sky130hd
export DESIGN_NAME = comparator_4bits
export DESIGN_NICKNAME = comparator_4bits
export VERILOG_FILES = /design/flow/design.v
export SDC_FILE = /design/flow/constraint.sdc
export NUM_CORES = 4
export LEC_CHECK = 1
export CORE_AREA = 10 10 70 70
export DIE_AREA = 0 0 80 80
==> constraint.sdc <==
current_design comparator_4bits

set clk_period 2.7
set clk_io_pct 0.2

create_clock -name clk0 -period $clk_period

set non_clock_inputs [all_inputs -no_clocks]
set_input_delay [expr $clk_period * $clk_io_pct] -clock clk0 $non_clock_inputs
set_output_delay [expr $clk_period * $clk_io_pct] -clock clk0 [all_outputs]
==> results_slide.txt <==
Flow Results at a Glance

Worst setup path
  – Cell at the slowest stage of the critical path: sky130_fd_sc_hd__clkdlybuf4s50_1
  – Critical Path Fanout Max: 3
  – Crit path DAT: 2080 ps
  – Launching element type of the critical path: input pin
  – Crit-path cells: clkdlybuf4s50_1, inv_1, ha_1, a21oi_1, o21ai_1, clkdlybuf4s50_1
  – CP Capture Type: primary output
  – Slowest Stage Delay on Critical Path: 500 ps
  – Endpoint of the worst setup timing path: A_lt_B
  – Most repeated library cell on the critical path: sky130_fd_sc_hd__clkdlybuf4s50_1
  – Critical path class: in -> out
  – Worst Setup SP: A[1]
  – Crit path required time: 2160 ps

Final timing
  – Setup repair after global routing missed its margin: false
  – Final Slew Violations: 0
  – Post-route setup TNS: 0 ps
  – Final number of hold-violating endpoints: 0
  – Fraction of the cycle the final worst path needs: 96.92%
  – Finish-stage setup viols: 0
  – Slew at the pin with the worst max-slew slack: 137.4 ps
  – Setup WS post-layout: 83.25 ps
  – Worst-case headroom to the max-slew limit: 90.81%
  – Time the final worst path needs with I/O delays and setup: 2617 ps
  – Highest clock rate: 382.2 MHz

Yosys
  – Top cells by area, synth: sky130_fd_sc_hd__ha_1 58%, sky130_fd_sc_hd__inv_1 17%, sky130_fd_sc_hd__a21oi_1 12%
  – Total cells reported by yosys after synthesis: 24
  – Cell type with the largest total area after synthesis: sky130_fd_sc_hd__ha_1
  – Mapped Cells: 24
  – Area share of the leading cell type in the synthesized netlist: 57.55%
  – Cell Area, Synth: 173.9 um2
  – Synth unique cells: 6
  – Warnings from Yosys: 0
  – Seq/Total Area, Yosys: 0%
  – Mapped Avg Cell Area: 7.247 um2
  – Top cells by instance count after synthesis: 8 x sky130_fd_sc_hd__ha_1, 8 x sky130_fd_sc_hd__inv_1, 4 x sky130_fd_sc_hd__a21oi_1, 2 x sky130_fd_sc_hd__o21ai_1
  – Yosys-reported design area after synthesis: 173.9 um2

Power and ir drop
  – LEAKAGE: 0.1606 nW
  – Power Total: 0.00004062 W
  – Power density over the cells: 114.7 nW/um2
  – Worst IR Drop VDD: 9.340 uV

Route
  – Final WL: 483 um
  – 1st-iter DRT viols: 0
  – Residual DRC count: 0
  – Via count normalized by instance count: 2.296
  – Detailed route wirelength on metal3: 77 um
  – Number of inserted diodes: 0
  – Highest metal layer with signal wires: met3
  – Total met2 wirelength after detailed routing: 213 um
  – Final ANT Viol Nets: 0
  – Total via count in the routed design: 186
  – Number of iterations in the first detailed-routing pass: 1
  – Routed metal-1 wirelength: 192 um
  – Average detailed-routed wire length per instance: 5.963 um

CTS
  – Total of hold buffers inserted after clock tree synthesis: 0
  – Post-CTS setup repair buffer count: 0
  – CTS-repair resized insts: 0

Cells and area
  – Post-synthesis to final-layout area growth: 103.6%
  – FF+latch area: 0 um2
  – Filler Cell Count: 397
  – Share of final-layout standard cells stronger than drive strength 1: 5.714%
  – Number of sequential cells in the layout: 0
  – Layout clock buffers: 0

Placement
  – Total of buffers placed on input and output ports: 11
  – Hpwl dp: 450.1 um
  – Routability Congestion: 0.7337
  – Placement-stage worst setup slack: 36.47 ps

Flow run
  – Max-capacitance violation count: 0
  – Number of warnings in the stage logs: 36

Floorplan
  – Total core area: 3416 um2
  – Row count: 21
  – I/O pin count: 11
  – Die outline height: 80 um
  – Overall die width: 80 um
  – Core utilization before placement: 5.092%
  – Area of the die: 6400 um2

Worst hold path
  – Path category of the worst min-delay check: in -> out
  – Critical hold path startpoint: B[2]

Global routing
  – Overall global routing resource usage: 1.316%
  – Number of antenna violations at the first check in global routing: 0
  – Number of global-route vias before repair: 165
  – Wire length of the first global-routing pass: 738 um
  – Global route total overflow: 0
  – Largest net degree at the start of global routing: 5

Status
  – Status: finished clean
==> cells in the final DEF, fill, tap and decap left out, drive strengths merged <==
master and count:
a21oi 4, and4 1, clkdlybuf4s50 11, ha 8, inv 8, nand2 1, o21ai 2
==> cell families (layout without fill, tap and decap cells) <==
family	after synthesis	after routing	share of synthesized area, %
AOI/OAI and AO/OA	6	6	17.27
and+or+nand+nor	2	2	7.912
adders and majority gates	8	8	57.56
buffers and inverters	8	19	17.27
==> metrics by stage <==
stage / utilization [%] / hold slack [ps] / instances / area, um2
finish: 10.37 / 2285 / 81 / 354.1
CTS: 10.00 / 2298 / 81 / 341.6
global placement: 10.00 / 2277 / 81 / 341.6
floorplan: - / 1257 / 24 / 173.9
detailed placement: 10.00 / 2287 / 81 / 341.6
global route: 10.37 / 2320 / 81 / 354.1
==> metal layers <==
metal,track usage [%],vias up
li1,-,98
met1,1.714,81
met2,2.167,7
met3,0.4545,0
met4,0,0
met5,0,-
==> power breakdown <==
group | switching, W | leakage (nW) | internal (W)
clock network | 0 | 0 | 0
registers | 0 | 0 | 0
logic | 0.0000143 | 0.161 | 0.0000263
==> cell type report <==
| type | instances | area [um2] | area share (%) |
|---|---|---|---|
| inverter | 8 | 30.03 | 8.481 |
| multi-input combinational | 16 | 156.4 | 44.17 |
| tap | 46 | 57.56 | 16.25 |
| timing repair buffer | 11 | 110.1 | 31.10 |
==> critical path, delay by kind of cell <==
| kind | cells | cell delay [ps] |
|---|---|---|
| adder cells (fa/ha/maj) | 1 | 300 |
| buffers and inverters | 3 | 1030 |
| AND-OR/OR-AND | 2 | 200 |
==> how the worst min path moves through the flow <==
stage	to	slack [ps]	cells after the start
4_1_cts	A_lt_B	2300	5
5_1_grt	A_lt_B	2320	5
6_report	A_lt_B	2280	5
Power and IR drop assume default switching activity.
